==> flow/design.v <==
module Mealy_Zero_Detector(
    output reg y_out,
    input x_in,clock,reset
    );
    reg [1:0]  state,next_state;
    parameter S0 = 2'b00, S1 = 2'b01, S2 = 2'b10, S3 = 2'b11;
    always @ (posedge clock, negedge reset)
        if (reset == 0) state <=S0;
        else state <= next_state;
    always @ (state,x_in)
        case(state)
            S0 : if(x_in) next_state = S1; else next_state = S0;
            S1 : if(x_in) next_state = S3; else next_state = S0;
            S2 : if(~x_in) next_state = S0; else next_state = S2;
            S3 : if(x_in) next_state = S2; else next_state = S0;
        endcase
    always @ (state, x_in)
        case(state)
            S0 : y_out = 0;
            S1,S2,S3 : y_out = ~x_in;
        endcase
endmodule
==> flow/run.sh <==
#!/bin/bash
# OpenROAD 26Q1-2900-gdf79404cd8, Yosys 0.63+post, stock flow scripts
make -C /OpenROAD-flow-scripts/flow DESIGN_CONFIG=/design/flow/config.mk WORK_HOME=/design/flow/orfs finish
==> flow/config.mk <==
export PLATFORM = sky130hd
export DESIGN_NAME = Mealy_Zero_Detector
export DESIGN_NICKNAME = Mealy_Zero_Detector
export VERILOG_FILES = /design/flow/design.v
export SDC_FILE = /design/flow/constraint.sdc
export NUM_CORES = 4
export LEC_CHECK = 1
export CORE_AREA = 10 10 70 70
export DIE_AREA = 0 0 80 80
==> flow/constraint.sdc <==
current_design Mealy_Zero_Detector

set clk_period 1.1
set clk_io_pct 0.2

create_clock -name clk0 -period $clk_period [get_ports {clock}]

set non_clock_inputs [all_inputs -no_clocks]
set_input_delay [expr $clk_period * $clk_io_pct] -clock clk0 $non_clock_inputs
set_output_delay [expr $clk_period * $clk_io_pct] -clock clk0 [all_outputs]
==> results.py <==
# Flow results
metrics = {
    "yosys": {
        "synth.distinct_cells": 6,
        "ys_cells": 11,
        "yosys.stat.seqShare_pct": 74.3,
        "syn_area_sq_um": 136,
        "synth_cells": 11,
        "synth_area_per_cell_sq_um": 12.4,
        "ys_area_sq_um": 136,
        "ys.flops": 4,
        "yosysWarnings": 1,
    },
    "timing": {
        "min_period_ps": 1200,
        "fmax_mhz": 834,
        "tightest_slew_ps": 181,
        "period_used_pct": 109,
        "rsz0062_at_grt": "yes",
        "hold_viol": 0,
        "finClkSkew_ps": 14.7,
        "slew_headroom_pct": 87.9,
        "slew_viol_final": 0,
        "setup_viol": 1,
        "setup_ws_ps": -99.4,
    },
    "clock_tree": {
        "cts.sinks": 4,
        "clk_pin_slew_ps": 50,
        "cts_buffers": 3,
        "htree_levels": 1,
        "cts.path.max_buffers": 2,
        "cts-root-buf": "clkbuf_4",
        "cts_tree": "built",
        "hold_buffers": 0,
        "clkLatencyLatePin_ps": 240,
        "cts_setup_buffers": 0,
    },
    "route": {
        "num_vias": 97,
        "diodes": 0,
        "avgViaCountPerCell": 1.49,
        "ant_nets": 0,
        "drtPass1Iterations": 2,
        "drt-total-wl_um": 323,
        "routedWlPerCell_um": 4.97,
        "drc_errors": 0,
        "drt_iter0_markers": 1,
    },
    "grt": {
        "grt_max_degree": 5,
        "grt_antenna_before_repair": 0,
        "grt-ovfl-total": 0,
        "first_global_vias": 115,
        "grt_use_total_pct": 1.32,
        "grt_pass1_wl_um": 586,
    },
    "worst_setup_path": {
        "crit_start": "state[2]$_DFF_PN0_",
        "r2r_slack_ps": 420,
        "end_kind": "primary output",
        "start_kind": "flip-flop",
        "cp_max_fo": 2,
        "path_cells": "nor3_2 > nor2_1 > buf_2",
        "endpoint": "y_out",
        "r2r_cells": 1,
        "critPathArrivalTime_ps": 980,
        "slowest_delay_ps": 380,
        "r2r_end": "state[3]$_DFF_PN0_",
        "critPathKind": "flip-flop to primary output",
        "r2r_start": "state[2]$_DFF_PN0_",
        "crit_required_ps": 880,
        "critPathSlowestCell": "dfrtp_1",
    },
    "power": {
        "power_mw": 0.392,
        "power_density_nw_per_um2": 1520,
        "vdd_drop_max_mv": 0.887,
        "p_leak_nw": 0.102,
    },
    "place": {
        "dpl.cell_count": 61,
        "gp_congestion": 0.561,
        "dp_hpwl_um": 239,
        "placement.io_buffers": 3,
    },
    "die": {
        "core.rowCount": 21,
        "chip_area_sq_um": 6400,
        "die_h_um": 80,
        "boundaryPins": 4,
        "core_sq_um": 3420,
        "initCoreUtil_pct": 3.99,
        "die_w_um": 80,
    },
    "finish": {
        "areaGrowthSynthToFinish_pct": 89.0,
        "drive_above_1_share_pct": 52.6,
        "top_regs": "state x4",
        "utilization_pct": 7.55,
        "largest_reg_flops": 4,
        "top_register": "state",
        "fin_cells": 65,
    },
    "run": {
        "warnings": 27,
        "maxCapViolCount": 0,
    },
    "outcome": {
        "status": "complete, but fails checks",
        "failed_checks": "negative setup slack",
    },
    "hold_path": {
        "hold_path.class": "input pin to asynchronous set/reset pin",
    },
}
## how the worst min path moves through the flow
stage	startpoint	endpoint	slack [ps]	cells after the start
after CTS	reset	state[2]$_DFF_PN0_	180	1
after global routing	reset	state[2]$_DFF_PN0_	160	1
final	reset	state[2]$_DFF_PN0_	170	1
## routing by layer
metal,track usage (%),up-vias,part of all wire (%)
li1,-,48,-
met1,1.60,42,54
met2,1.28,7,27
met3,1.82,0,19
met4,0.176,0,0
met5,0,-,0
## kinds of logic after synthesis
kind of cell / Yosys count / synth area share [%]
buffers and inverters: 1 / 2.75
DFF: 4 / 74.3
and+or+nand+nor: 6 / 22.9
## critical path, delay by kind of cell (launching register included)
kind                   cells  cell delay, ps
flip-flops                 1             380
AND/OR/NAND/NOR            2             240
buffers and inverters      1             110
## layout make-up
cell class | instances | area, sq um
clock buffer | 4 | 26.3
fill | 413 | 3160
multi-input combinational | 6 | 36.3
sequential | 4 | 101
inverter | 1 | 3.75
tap | 46 | 57.6
timing repair buffer | 4 | 32.5
## power by group
group          switching [mW]  internal, mW
Clock                  0.0690         0.137
Combinational          0.0102        0.0164
Sequential            0.00395         0.156
Total                  0.0831         0.309
## cell usage after synthesis (all sizes together)
cell type | number | area (sq um)
and2 | 2 | 15.0
dfrtp | 3 | 75.1
dfstp | 1 | 26.3
inv | 1 | 3.75
nor2 | 3 | 11.3
nor3 | 1 | 5.00
## layout by cell type (no fill, tap or decap), drive strengths merged
master | synthesis | layout
clkbuf | 0 | 4
and2 | 2 | 2
nor3 | 1 | 1
buf | 0 | 2
dfstp | 1 | 1
inv | 1 | 1
nor2 | 3 | 3
clkdlybuf4s50 | 0 | 2
dfrtp | 3 | 3
## through the flow
step | area (sq um) | hold slack [ps] | setup slack, ps | TNS (ps)
after global placement | 231 | 430 | -333 | -333
after detailed placement | 231 | 434 | -356 | -356
after global routing | 258 | 157 | -215 | -215
after CTS | 258 | 177 | -139 | -139
after floorplan | 136 | -75.6 | 337 | 0
final | 258 | 174 | -99.4 | -99.4
## timing repair
item                                    CTS  global route
pin swaps                                 2             2
resized                                   4             0
endpoints found under the setup margin    1             1
Power figures rest on the tool's default switching activity, not on a simulated workload.
